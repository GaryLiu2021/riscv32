==> design.v <==
module stage_loadstore (
    input       [31:0]  alu_data_out,
    input       [5:0]   op_type,
    input       [31:0]  reg_data_rs2,
    output      [31:0]  mem_data_in,
    output      [31:0]  mem_data_addr,
    output              mem_data_wr_en
);
    assign mem_data_in = (op_type == 6'd15) ? reg_data_rs2[7:0] :
                         (op_type == 6'd16) ? reg_data_rs2[15:0]:
                         (op_type == 6'd17) ? reg_data_rs2      : 32'd0;
    assign mem_data_addr = alu_data_out;
    assign mem_data_wr_en = (op_type == 6'd15) || (op_type == 6'd16) || (op_type == 6'd17);
endmodule  
==> run.sh <==
#!/bin/bash
# OpenROAD 26Q1-2900-gdf79404cd8, Yosys 0.63+post, stock flow scripts
make -C /OpenROAD-flow-scripts/flow DESIGN_CONFIG=/design/flow/config.mk WORK_HOME=/design/flow/orfs finish
==> config.mk <==
export PLATFORM = sky130hd
export DESIGN_NAME = stage_loadstore
export DESIGN_NICKNAME = stage_loadstore
export VERILOG_FILES = /design/flow/design.v
export SDC_FILE = /design/flow/constraint.sdc
export NUM_CORES = 4
export LEC_CHECK = 1
export CORE_AREA = 10 10 70 70
export DIE_AREA = 0 0 80 80
==> constraint.sdc <==
current_design stage_loadstore

set clk_period 2.2
set clk_io_pct 0.2

create_clock -name clk0 -period $clk_period

set non_clock_inputs [all_inputs -no_clocks]
set_input_delay [expr $clk_period * $clk_io_pct] -clock clk0 $non_clock_inputs
set_output_delay [expr $clk_period * $clk_io_pct] -clock clk0 [all_outputs]
==> out/summary.json <==
{
  "core-area_um2": 3420,
  "setup_violations": 9,
  "max_freq_ghz": 0.442,
  "filler_cell_count": 343,
  "grt_overflow_total": 0,
  "drive_gt1_frac": 0.563,
  "clock_power_share": 0,
  "number_of_vias_in_the_routed_layout": 960,
  "top_level_ports": 135,
  "finalHoldViolCount": 0,
  "gp_congestion": 0.805,
  "remaining_max_slew_budget_at_the_tightest_pin": 0.858,
  "log.warning_count": 34,
  "placedInstanceArea_um2": 1390,
  "wire_length_after_detailed_routing_um": 3350,
  "die_h_um": 80,
  "yosysChipArea_um2": 828,
  "timing.final.crit_period_ns": 2.26,
  "drtPass1Iterations": 4,
  "netlist_top_cells_area": "buf_4 (29%), nor3b_2 (12%), o32ai_2 (12%)",
  "run_status": "finished with violations",
  "ant_nets": 0,
  "fp_util": 0.242,
  "critPathCaptureType": "output port",
  "route.antenna.diode_count": 0,
  "routed_wire_length_per_instance_um": 16.4,
  "final.period_utilization": 1.03,
  "pwr_density_cell_nw_per_um2": 119,
  "drt_iter0_drc": 23,
  "synth.cell_area_um2": 828,
  "p_int_w": 0.000109,
  "count_of_buffers_from_port_buffering": 71,
  "grt.total_usage": 0.0965,
  "share_seq_of_total_power": 0,
  "power_switching_share": 0.384,
  "vdd_ir_drop_max_v": 0.000103,
  "final-seq-area_um2": 0,
  "violations": "negative setup slack",
  "detailed_route_drc_error_count": 0,
  "post-place-ws_ns": -0.600,
  "min-delay-path-class": "in2out",
  "design_area_um2": 1490,
  "slew_violations": 0,
  "synth_stat.cells": 112,
  "antenna_found_initial": 0,
  "min_delay_path_depth": 0,
  "synth.cells.most_frequent": "buf_4 (32), nand2_1 (15), nor3_1 (13)",
  "path_max_fanout": 6,
  "num_rows": 21,
  "synth_warnings": 0,
  "post-route-worst-setup-slack_ns": -0.0610,
  "wire_length_of_the_first_global_routing_pass_um": 5130,
  "largest_net_degree_at_the_start_of_global_routing": 37,
  "grt_pass1_vias": 946,
  "leakagePower_nw": 0.649,
  "setup_tns_ns": -0.255,
  "synthCells": 112,
  "clock_buffer_count": 0,
  "yosysTopAreaCellShare": 0.290,
  "max_slew.worst_pin.slew_ns": 0.213,
  "total_switching_power_w": 0.0000683,
  "vias_per_cell": 4.71,
  "unrepaired_setup_endpoints_after_global_routing": "true",
  "die_area_um2": 6400,
  "required_ns": 1.76,
  "die.size.x_um": 80,
  "synth.largest_area_cell": "buf_4",
  "netlist.top_cell.by_instances": "buf_4",
  "final_core_util": 0.437,
  "fin_worst_hold_slack_ns": 0.880,
  "hpwlAfterDp_um": 2510,
  "n_sequential_cell": 0,
  "combinationalPowerShare": 1.000,
  "yosys.cell_types.count": 17,
  "cap_violations": 0,
  "syn_avg_cell_area_um2": 7.40,
  "worst_setup_path_start_kind": "input port",
  "synth.yosys.seq_area_share": 0,
  "critical_path_arrival_ns": 1.82,
  "synth_to_layout_area_growth_pct": 80.4,
  "setup.worst_path.class": "in2out"
}
==> cell families (layout without fill, tap and decap cells) <==
group                  count (synthesis)  in the layout  share of synthesized area
buffers and inverters                 53             99                      0.432
AND/OR/NAND/NOR                       50             50                      0.421
AND-OR/OR-AND                          9              9                      0.147
==> worst paths after layout <==
kind	start	to	slack (ns)
max	op_type[2]	mem_data_in[5]	-0.06
min	alu_data_out[11]	mem_data_addr[11]	0.88
==> worst max-delay path: stages <==
cell,delay [ns]
buf_6,0.09
or4b_4,0.57
buf_12,0.15
buf_12,0.12
buf_8,0.12
o32ai_2,0.18
buf_2,0.14
==> cells in the final DEF (no fill, tap or decap) <==
cell	n
clkdlybuf4s50_1	34
buf_2	33
nand2_1	15
nor3_2	12
inv_1	9
nor3b_2	8
nand4b_1	8
o32ai_2	8
buf_6	7
buf_4	6
buf_12	4
nor3_4	3
buf_16	3
nand3b_1	2
or4b_4	1
nor4b_2	1
o22ai_2	1
clkbuf_2	1
dlygate4sd2_1	1
buf_8	1
==> layout make-up <==
class,instances,area (um^2),share of cell area
multi-input cells,59,582,0.389
inverters,9,33.8,0.0226
well taps,46,57.6,0.0385
repair buffers,90,821,0.549
==> routing by layer <==
layer / track usage / part of all wire / up-vias / wire length [um]
met1: 0.115 / 0.41 / 424 / 1370
met3: 0.0591 / 0.17 / 10 / 577
met2: 0.144 / 0.40 / 76 / 1330
met5: 0 / 0 / - / 0
li1: - / - / 450 / -
met4: 0.0211 / 0.021 / 0 / 72
==> through the flow <==
stage / cells / power (W)
after floorplan: 112 / 0.0000909
final: 204 / 0.000178
after global routing: 204 / 0.000192
after CTS: 204 / 0.000176
after detailed placement: 194 / 0.000157
after global placement: 194 / 0.000154
==> power by group through the flow <==
stage | Sequential (W) | Clock (W) | Combinational, W
CTS | 0 | 0 | 0.000176
global route | 0 | 0 | 0.000192
finish | 0 | 0 | 0.000178
==> what timing repair did <==
action,CTS,global route
pin swaps,13,18
hold buffers,0,0
endpoints found under the setup margin,33,19
resized,134,11
cloned,3,0
buffers inserted,7,1
Power figures rest on the tool's default switching activity, not on a simulated workload.
