[design/flow/run.sh]
#!/bin/bash
# OpenROAD 26Q1-2900-gdf79404cd8, Yosys 0.63+post, stock flow scripts
make -C /OpenROAD-flow-scripts/flow DESIGN_CONFIG=/design/flow/config.mk WORK_HOME=/design/flow/orfs finish
[design/flow/config.mk]
export PLATFORM = sky130hd
export DESIGN_NAME = stage_execute
export DESIGN_NICKNAME = stage_execute
export VERILOG_FILES = /design/flow/design.v
export SDC_FILE = /design/flow/constraint.sdc
export NUM_CORES = 4
export LEC_CHECK = 1
export CORE_UTILIZATION = 50
[design/flow/constraint.sdc]
current_design stage_execute

set clk_period 30.3
set clk_io_pct 0.2

create_clock -name clk0 -period $clk_period

set non_clock_inputs [all_inputs -no_clocks]
set_input_delay [expr $clk_period * $clk_io_pct] -clock clk0 $non_clock_inputs
set_output_delay [expr $clk_period * $clk_io_pct] -clock clk0 [all_outputs]
[design/flow/design.v]
module stage_execute (
    input       [6:0]   opcode,
    input       [31:0]  imme,
    input       [31:0]  reg_data_rs1,
    input       [31:0]  reg_data_rs2,
    input       [31:0]  reg_data_pc,
    input       [5:0]   op_type,
    output      [31:0]  alu_data_out,
    output      [31:0]  alu_pc_out,
    output      [31:0]  alu_pc_seq
);
    wire adder_enable;
    wire [31:0] adder_data_in1, adder_data_in2, adder_data_in2_sig;
    wire [31:0] adder_out, adder_data_out;
    wire adder_carry_in, adder_carry_out;
    wire lt_data_out, ltu_data_out, neq_data_out;
    assign adder_enable = ((op_type == 6'd18)  || (op_type == 6'd27) || (op_type == 6'd19) || (op_type == 6'd30) ||
                          (op_type == 6'd31) || (op_type == 6'd20) || (op_type == 6'd1) || (op_type == 6'd2) || 
                          (op_type == 6'd3) || (opcode == 7'b1100011) || (opcode == 7'b0100011) || (opcode == 7'b0000011) || (op_type == 6'd28));
    assign adder_data_in1 = reg_data_rs1;
    assign adder_data_in2 = (opcode == 7'b0010111 || opcode == 7'b1101111 || opcode == 7'b1100111 || opcode == 7'b0000011 || opcode == 7'b0100011 || op_type == 6'd18 || op_type == 6'd19 || op_type == 6'd20) ? imme : reg_data_rs2;
    assign adder_carry_in = (op_type == 6'd28 || op_type == 6'd30 || op_type == 6'd19 || opcode == 7'b1100011 || op_type == 6'd31 || op_type == 6'd20) ? 1'b1 : 1'b0;
    assign adder_data_in2_sig = adder_carry_in ? ~adder_data_in2 : adder_data_in2;
    assign {adder_carry_out, adder_out} = adder_data_in1 + adder_data_in2_sig + adder_carry_in;
    assign lt_data_out = (adder_data_in1[31] && ~adder_data_in2[31]) || ((adder_data_in1[31]==adder_data_in2[31]) && ~adder_carry_out);
    assign ltu_data_out = ~adder_carry_out;
    assign neq_data_out = (|adder_out);
    assign adder_data_out = (op_type == 6'd30 || op_type == 6'd19 || op_type == 6'd6 || op_type == 6'd7) ? {{31{1'b0}}, lt_data_out}  :
                            (op_type == 6'd31 || op_type == 6'd20 || op_type == 6'd8 || op_type == 6'd9)                         ? {{31{1'b0}}, ltu_data_out} :
                            (op_type == 6'd4 || op_type == 6'd5)                                                        ? {{31{1'b0}}, neq_data_out} : adder_out;
    assign alu_pc_out = (op_type == 6'd3) ? (reg_data_rs1 + imme) & (~32'b1) : reg_data_pc + imme;
    assign alu_pc_seq = reg_data_pc + 4;
    wire logic_enable;
    reg  [31:0] logic_data_out;
    always @(*) begin
        case(1)
            (op_type==6'd21):
                logic_data_out = reg_data_rs1 ^ imme;
            (op_type==6'd32):
                logic_data_out = reg_data_rs1 ^ reg_data_rs2;
            (op_type==6'd22):
                logic_data_out = reg_data_rs1 | imme;
            (op_type==6'd35):
                logic_data_out = reg_data_rs1 | reg_data_rs2;
            (op_type==6'd23):
                logic_data_out = reg_data_rs1 & imme;
            (op_type==6'd36):
                logic_data_out = reg_data_rs1 & reg_data_rs2;
        endcase
    end
    assign logic_enable = ((op_type==6'd21) || (op_type==6'd32) ||
                          (op_type==6'd35)  || (op_type==6'd22) ||
                          (op_type==6'd23) || (op_type==6'd36));
    wire shift_enable;
    reg  [31:0] shift_data_out;
    wire [4:0] shift_opnum = imme[4:0];
    wire signal_rs1 = reg_data_rs1[31];
    always @(*) begin
        case(1)
            (op_type==6'd29):
                shift_data_out = reg_data_rs1 << reg_data_rs2[4:0];
            (op_type==6'd24):
                shift_data_out = reg_data_rs1 << shift_opnum;
            (op_type==6'd33):
                shift_data_out = reg_data_rs1 >> reg_data_rs2[4:0];
            (op_type==6'd25):
                shift_data_out = reg_data_rs1 >> shift_opnum;
            (op_type==6'd34):
                shift_data_out = {{32{signal_rs1}}, reg_data_rs1} >> (reg_data_rs2[4:0]);
            (op_type==6'd26):
                shift_data_out = {{32{signal_rs1}}, reg_data_rs1} >> shift_opnum;
        endcase
    end
    assign shift_enable = ((op_type==6'd29) || (op_type==6'd24) ||
                          (op_type==6'd33) || (op_type==6'd25) ||
                          (op_type==6'd34) || (op_type==6'd26));
    assign alu_data_out = adder_enable ? adder_data_out :
                          logic_enable ? logic_data_out :
                          shift_enable ? shift_data_out : 32'd0 ;
endmodule  
==> Table 3: Implementation characteristics <==
Summary of implementation characteristics

Parameter                              Value

Route
  Post-route DRC    0
  Wirelength per Cell    roughly 22 um
  Count of antenna-violating nets left after detailed routing    0
  Via count of the routed design    16.7k
  First-iteration detailed-routing DRC count    between 2k and 2.5k
  Drt total wl    56800 um
  Antenna fix cells    0
  Number of optimization iterations in the first detailed-route pass    6
  Vias per cell    around 6.3

Worst hold path
  Hold Path Class    input pin to output port

Yosys
  Registers, synthesis    approximately 64
  Most common reg cell    dlxtn_1
  Fraction of synthesized area in multiplexers    0.0942
  Main logic family    AND-OR/OR-AND gates
  Mean instance size in the synthesized netlist    ~6.6 um2
  Post-Synthesis Cells    roughly 2.1k
  Number of cells in Yosys stat    between 2k and 2.5k
  Arithmetic-cell share of the synthesized area counting full adders, half adders and majority gates    0.148
  Async set-reset flop share out of synthesis    0
  Distinct cell type count after synthesis    ~80
  Post-synthesis share of cell area spent on xor and xnor gates    0.0887
  Yosys-reported design area after synthesis    around 14000 um2
  Synthesized-area fraction occupied by ao, oa, aoi and oai cells    0.336
  And+or+nand+nor area frac    0.195
  Synthesized cell area    14000 um2
  Count of library flops with an enable pin    0
  Synthesis Warnings    1

Final timing
  Final number of setup-violating endpoints    0
  Post-layout period usage of the worst path    0.610
  Maximum operating frequency    approximately 0.054 GHz
  Number of register pins that no clock reaches    roughly 64
  Slew at the pin closest to its max-slew limit    around 0.9 ns
  Unrepaired setup endpoints after global routing    false
  Number of hold violations in the final report    0
  Count of endpoints without a timing constraint    approximately 64
  Least setup slack across all paths after layout    11.82 ns
  Final Max Tran Viols    0
  Hold slack    about 13 ns
  Worst slew margin relative to its limit    0.385
  Shortest period the worst path allows    about 18 ns
  Setup TNS    0 ns

Critical path
  Worst Setup SP    op_type[2]
  Startpoint Class    input pin
  Maximum net fanout on the critical path    just over 60
  Kind of end point of the critical path    output port
  Setup Crit Path Kind    input pin to output port
  Worst endpoint required time    around 24 ns
  Critical path data arrival time    approximately 12 ns
  CP Capture Point    alu_data_out[0]

Layout
  Fraction of layout cells with a size suffix above 1    0.0381
  Final design utilization    0.615
  Layout filler cell count    about 2.5k
  Area growth, synth to finish    19.6%
  Post-route cell area    around 17000 um2
  Final cell count without fillers    between 2k and 3k

Flow run
  Max-cap violations    0
  Count of warning messages emitted by the tools    66

Placement
  GP Congestion    roughly 1.0
  Post-DP HPWL    45900 um
  Port Buffers    between 200 and 250
  Setup slack at placement    about 12 ns
  Total placed instance area    ~17000 um2
  Number of placed instances, taps included    approximately 2.6k

Power
  Total power density per cell area    about 22 nW/um2
  Overall power of the completed layout    about 0.37 mW
  IR Drop Worst-Case VDD    approximately 0.015 mV
  LEAKAGE    between 7 and 8 nW

Die
  Placement Rows    ~60
  Area of the chip    about 29000 um2
  Die Height    ~170 um
  Floorplan Utilization    0.514
  Count of pins on the block boundary    237
  Area of the core region    27300 um2
  Die width    about 170 um

GRT
  Number of global-route vias before repair    between 15k and 20k
  Antenna violations before repair    0
  Pin count of the biggest net entering global routing    65
  Grt ovf    0
  First-pass GRT wire length    about 87000 um
  Total Routing Usage GR    0.398

Run status
  Status    finished, final reports clean

Clocking
  # hold bufs at CTS    0
  Post-CTS Setup Repair Bufs    0
  Post-cts gate resize count    0
-- worst min-delay path by stage --
stage	from	end	depth (start not counted)	slack, ns
finish	reg_data_pc[0]	alu_pc_seq[0]	2	12.97
CTS	reg_data_pc[0]	alu_pc_seq[0]	2	12.97
global route	reg_data_pc[0]	alu_pc_seq[0]	2	12.99
-- routing by layer --
metal,vias up,share of wire,global-route usage
met3,78,0.12,0.117
met1,7742,0.43,0.574
met4,0,0.023,0.0815
li1,7970,-,-
met5,-,0,0
met2,903,0.42,0.590
-- sequential cells by signal, summed over array words and instances (netlist names) --
register / count
shift_data_out: 32
logic_data_out: 32
-- synth_stat cells, types with 12 or more instances --
cell type	count	share of area
a311oi_1	32	0.020
a21oi_1	286	0.10
nor3_1	21	0.0075
a211oi_1	50	0.027
nand3_1	43	0.015
buf_2	12	0.0043
ha_1	161	0.14
a22oi_1	33	0.018
mux2i_1	106	0.076
nand4_1	21	0.0094
o22ai_1	37	0.017
inv_1	132	0.035
xnor2_1	75	0.047
and3_1	15	0.0067
o211ai_1	12	0.0064
o21a_1	17	0.0091
dlxtn_1	64	0.069
nand2b_1	16	0.0071
o21bai_1	18	0.0096
xor2_1	67	0.042
o21ai_0	152	0.054
nor2b_1	14	0.0062
nand2_1	169	0.045
a21o_1	46	0.025
clkbuf_1	102	0.027
a31oi_1	15	0.0067
nor2_1	242	0.065
-- layout make-up --
cell class,count,area [um2],area share
multi-input combinational,1792,12200,0.729
timing repair buffer,271,2630,0.157
sequential,64,961,0.0573
inverter,132,495,0.0296
tap,372,465,0.0278
-- logic make-up after synthesis --
kind of cell,after synthesis
AND-OR/OR-AND,764
AND/OR/NAND/NOR,600
buffers and inverters,256
adder cells (fa/ha/maj),164
XOR/XNOR,142
multiplexers,122
latches,64
-- worst max-delay path, cell delays in order --
cell	delay, ns
clkdlybuf4s50_1	0.91
or3b_1	0.40
a211o_1	0.30
nand3_2	0.08
buf_4	0.55
nor2_1	0.08
a21oi_1	0.39
xor2_1	0.22
ha_1	0.35
a211oi_1	0.35
o21ai_0	0.14
o211ai_1	0.13
o211ai_1	0.20
nand4_1	0.18
a21oi_1	0.12
o41ai_1	0.60
o21ai_0	0.25
a21oi_1	0.23
a22oi_1	0.09
a21oi_1	0.14
a31o_1	0.14
clkdlybuf4s50_1	0.47
-- where the power goes --
group | switching, mW | internal [mW] | leakage [nW]
clock network | 0 | 0 | 0
logic | 0.197 | 0.155 | 6.91
registers | 0.00397 | 0.0133 | 0.512
total | 0.201 | 0.168 | 7.42
-- layout by cell type (no fill, tap or decap), types with 64 or more instances in the layout --
cell type and instances:
clkdlybuf4s50_1 237, xor2_1 67, xnor2_1 75, o21ai_0 150, nand2_1 168, a21oi_1 283, nor2_1 241, ha_1 161
dlxtn_1 64, mux2i_1 101, inv_1 132
Power is estimated from default activity; no workload was simulated.
