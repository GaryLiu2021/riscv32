## /design/flow/run.sh

```bash
#!/bin/bash
# OpenROAD 26Q1-2900-gdf79404cd8, Yosys 0.63+post, stock flow scripts
make -C /OpenROAD-flow-scripts/flow DESIGN_CONFIG=/design/flow/config.mk WORK_HOME=/design/flow/orfs finish
```

## /design/flow/config.mk

```make
export PLATFORM = sky130hd
export DESIGN_NAME = stage_decode
export DESIGN_NICKNAME = stage_decode
export VERILOG_FILES = /design/flow/design.v
export SDC_FILE = /design/flow/constraint.sdc
export NUM_CORES = 4
export LEC_CHECK = 1
export CORE_AREA = 10 10 112 112
export DIE_AREA = 0 0 122 122
```

## /design/flow/constraint.sdc

```tcl
current_design stage_decode

set clk_period 4.7
set clk_io_pct 0.2

create_clock -name clk0 -period $clk_period

set non_clock_inputs [all_inputs -no_clocks]
set_input_delay [expr $clk_period * $clk_io_pct] -clock clk0 $non_clock_inputs
set_output_delay [expr $clk_period * $clk_io_pct] -clock clk0 [all_outputs]
```

## /design/flow/design.v

```verilog
module stage_decode (
    input       [31:0]  inst,
    output      [6:0]   opcode,
    output      [2:0]   func3,
    output              func7,
    output      [4:0]   reg_addr_rs1,
    output      [4:0]   reg_addr_rs2,
    output      [4:0]   reg_addr_rd,
    output  reg [5:0]   op_type,
    output  reg [31:0]  imme
);
    assign  opcode       = inst[6:0];
    assign  func3        = inst[14:12];
    assign  func7        = inst[30];
    assign  reg_addr_rs1 = inst[19:15];
    assign  reg_addr_rs2 = inst[24:20];
    assign  reg_addr_rd  = inst[11:7];
    wire inst_is_I_type, inst_is_U_type, inst_is_J_type, inst_is_B_type, inst_is_S_type, inst_is_R_type, inst_type_error;
    assign inst_is_I_type = (opcode == 7'b1100111) | (inst[6:0] == 7'b0000011) | (opcode == 7'b0010011) | (opcode == 7'b0001111);
    assign inst_is_U_type = (opcode == 7'b0110111) | (opcode == 7'b0010111);
    assign inst_is_J_type = opcode == 7'b1101111;
    assign inst_is_B_type = opcode == 7'b1100011;
    assign inst_is_S_type = opcode == 7'b0100011;
    assign inst_is_R_type = opcode == 7'b0110011;
    assign inst_is_csr_op = opcode == 7'b1110011;
    assign inst_type_error = ~(inst_is_I_type || inst_is_U_type || inst_is_J_type || inst_is_B_type || inst_is_S_type || inst_is_R_type || inst_is_csr_op);
    always @(*) begin
        case(1)
            inst_is_I_type: imme = {{20{inst[31]}}, inst[31:20]};
            inst_is_U_type: imme = {inst[31:12], {12{1'b0}}};
            inst_is_J_type: imme = {{12{inst[31]}}, inst[19:12], inst[20], inst[30:21], 1'b0};
            inst_is_B_type: imme = {{20{inst[31]}}, inst[7], inst[30:25], inst[11:8], 1'b0};
            inst_is_S_type: imme = {{20{inst[31]}}, inst[31:25], inst[11:7]};
            inst_is_csr_op: imme = {{15{inst[31]}}, inst[31:15]};
            inst_type_error:imme = 32'd0;
        endcase
    end
    always @(*) begin
        case(opcode)
            7'b0010111:
                op_type = 6'd1;
            7'b0110111:
                op_type = 6'd0;
            7'b0010011:
                op_type = (func3 == 3'b000) ? 6'd18 :
                          (func3 == 3'b010) ? 6'd19 :
                          (func3 == 3'b011) ? 6'd20:
                          (func3 == 3'b100) ? 6'd21 :
                          (func3 == 3'b110) ? 6'd22  :
                          (func3 == 3'b111) ? 6'd23 :
                          (func3 == 3'b001) ? 6'd24 :
                          (func7 == 1'b0)   ? 6'd25 : 6'd26 ;
            7'b0110011:
                op_type = (func3 == 3'b000) ? ((func7 == 1'b0) ? 6'd27 : 6'd28) : 
                          (func3 == 3'b001) ? 6'd29 :
                          (func3 == 3'b010) ? 6'd30 :
                          (func3 == 3'b011) ? 6'd31:
                          (func3 == 3'b100) ? 6'd32 :
                          (func3 == 3'b110) ? 6'd35  :
                          (func3 == 3'b111) ? 6'd36 :
                          (func7 == 1'b0)   ? 6'd33 : 6'd34 ;
            7'b1100011:
                op_type = (func3 == 3'b000) ? 6'd4 :
                          (func3 == 3'b001) ? 6'd5:
                          (func3 == 3'b100) ? 6'd6 :
                          (func3 == 3'b101) ? 6'd7  :
                          (func3 == 3'b110) ? 6'd8 :
                          (func3 == 3'b111) ? 6'd9 : 6'd47;
            7'b1101111:
                op_type = 6'd2;
            7'b1100111:
                op_type = 6'd3;
            7'b0000011:
                op_type = (func3 == 3'b000) ? 6'd10 :
                          (func3 == 3'b001) ? 6'd11 :
                          (func3 == 3'b010) ? 6'd12 :
                          (func3 == 3'b100) ? 6'd13:
                          (func3 == 3'b101) ? 6'd14: 6'd47;
            7'b0100011:
                op_type = (func3 == 3'b000) ? 6'd15 :
                          (func3 == 3'b001) ? 6'd16 :
                          (func3 == 3'b010) ? 6'd17 : 6'd47;
            7'b0001111:
                op_type = (func3 == 3'b000) ? 6'd37 :
                          (func3 == 3'b001) ? 6'd38: 6'd47;
            7'b1110011:
                op_type = (func3 == 3'b000) ? ( inst[20] ? 6'd40 : 6'd39) :
                          (func3 == 3'b001) ? 6'd41 :
                          (func3 == 3'b010) ? 6'd42 :
                          (func3 == 3'b011) ? 6'd43 :
                          (func3 == 3'b101) ? 6'd44:
                          (func3 == 3'b110) ? 6'd45:
                          (func3 == 3'b111) ? 6'd46: 6'd47;
            default:
                op_type = 6'd47;
        endcase
    end
endmodule  
```

==> flow_summary_export.csv <==
group,metric,value,unit
timing,tightest_slew,0.918,ns
global_routing,grt_overflow_total,0,
power,power,0.000151,W
detailed_routing,drtIter0Drc,153,
detailed_routing,routed_wl,8200,um
synthesis,ys_area,1950,um^2
synthesis,ys_seq_elements,32,
synthesis,top_cells_by_area,"dlxtn_1 25%, buf_4 11%, a21o_1 4.6%, nand2_1 4.0%, ha_1 3.2%",
timing,drv_slew,0,
synthesis,synthesis.area,1950,um^2
final_layout,instances_no_fill,463,
synthesis,avgSynthCellArea,7.54,um^2
timing,fin_setup_tns,0,ns
clocking,cts_resized,0,
global_routing,met3_usage,0.0127,
worst_setup_path,worstPathArrival,3.55,ns
synthesis,edf_count,0,
timing,untimed_endpoints,64,
placed_design,placedCellCount,463,
detailed_routing,firstDrtPassIters,5,
power,p_leak,1.24,nW
synthesis,ys.flop_type,"dlxtn_1",
worst_setup_path,critPathRequiredTime,3.76,ns
power,peakVddDrop,0.0000248,V
floorplan,dieArea,14900,um^2
final_layout,final_cell_mix,"96 x clkdlybuf4s50_1, 32 x dlxtn_1, 21 x nand2_1, 17 x buf_4, 13 x nor2_1",
floorplan,die_y,122,um
status,status,"complete, no violations",
flow_run,tool_warnings,36,
detailed_routing,vias_per_cell,4.68,
flow_run,cap_violations,0,
placed_design,globalplace.congestion,0.938,
detailed_routing,route.vias.total,2166,
worst_setup_path,path_class,"primary input to output pin",
timing,hold_viol_final,0,
final_layout,largest_reg_flops,32,
global_routing,grt_busiest_layer,"met2",
synthesis,synthCells,259,
placed_design,place_hpwl,6730,um
synthesis,synth_cell_types,56,
timing,unclocked_pins,32,
synthesis,synthArstFlopShare,0,
timing,max_freq,223,MHz
worst_setup_path,critPathLaunchType,"primary input",
timing,slew_headroom,0.388,
timing,period_used_share,0.955,
global_routing,met1_usage,0.148,
worst_hold_path,hp-class,"primary input to output pin",
detailed_routing,wl_per_cell,17.7,um
clocking,hold_buffers,0,
global_routing,grt_util_met2,0.180,
final_layout,drive_gt1_frac,0.0673,
detailed_routing,drc,0,
clocking,cts_setup_buffers,0,
final_layout,layout_top_cell,"clkdlybuf4s50_1",
floorplan,fp_util,0.191,
timing,rsz0062_at_grt,"false",
floorplan,die_x,122,um
timing,report.final.setup_viol,0,
synthesis,ys_warn_count,2,
placed_design,port_buffers,96,
worst_setup_path,cp-end-kind,"output pin",
synthesis,top_area_frac,0.246,
final_layout,fillCellCount,1083,
final_layout,area_growth,50.1,%
global_routing,grtUsageTotal,0.106,
floorplan,pin_count,96,
floorplan,rows,37,
floorplan,core-area,10200,um^2
synthesis,ys_cells,259,
detailed_routing,antenna_cells,0,
global_routing,grt_max_degree,33,
synthesis,synth.largest_area_cell,"dlxtn_1",
timing,post-route-min-period,4.49,ns
global_routing,grt_pass1_wl,12800,um
power,power.density,51.4,nW/um^2
final_layout,post-route-util,0.286,
global_routing,grt_pass1_vias,2263,
global_routing,grt_antenna_before_repair,0,
detailed_routing,drtAntennaViolNets,0,
worst_setup_path,cp_max_fo,10,
-- worst max-delay path, cell delays in order --
cell	delay, ns
clkdlybuf4s50_1	0.60
buf_4	0.27
or2_2	0.32
nor2b_1	0.35
o21ai_0	0.16
nor3_1	0.26
or4b_1	0.17
clkdlybuf4s50_1	0.48
-- kinds of logic (layout without fill, tap and decap cells) --
logic type               Yosys count  count (layout)  share of synthesized area
AND-OR/OR-AND                     88              88                      0.351
buffers and inverters             56             124                      0.166
adder cells (fa/ha/maj)            5               5                     0.0321
latches                           32              32                      0.246
AND/OR/NAND/NOR                   78              78                      0.205
-- synthesized netlist by cell type, types with 3 or more instances --
library cell   n
a211oi_1       4
a21o_1        12
a21oi_1       11
a221o_1        5
a222oi_1       5
a22o_1         6
a31oi_1        3
and2_1         3
and3_1         3
buf_1          3
buf_2          6
buf_4         28
clkbuf_1       7
dlxtn_1       32
ha_1           5
inv_1         10
nand2_1       21
nand2b_1       3
nand3_1        8
nor2_1        14
nor2b_1        8
nor3_1         5
o211ai_1       4
o21ai_0        7
o22ai_1        4
o2bb2ai_1      3
-- per-stage QoR --
| stage | hold slack [ns] | worst slack, ns | cell area (um^2) |
|---|---|---|---|
| 2_1_floorplan | 1.95 | 1.09 | 1950 |
| 3_3_place_gp | 2.73 | 0.158 | 2930 |
| 3_5_place_dp | 2.73 | 0.238 | 2930 |
| 4_1_cts | 2.73 | 0.218 | 2930 |
| 5_1_grt | 2.74 | 0.0525 | 2930 |
| 6_report | 2.73 | 0.213 | 2930 |
-- worst paths after layout --
kind	start	slack [ns]	depth (start not counted)	end
max	inst[2]	0.21	8	op_type[1]
min	inst[11]	2.73	2	reg_addr_rd[4]
-- routing by layer --
| layer | up-vias | share of wire |
|---|---|---|
| met1 | 1026 | 0.44 |
| met5 | - | 0 |
| met3 | 2 | 0.062 |
| met2 | 68 | 0.49 |
| met4 | 0 | 0.0028 |
| li1 | 1070 | - |
-- final cells by class --
type	instances	area [um^2]	area share
sequential	32	480	0.164
inverter	11	41.3	0.0141
timing repair buffer	113	1090	0.371
multi-input combinational	171	1150	0.392
tap	136	170	0.0581
-- power breakdown --
part | switching, W | internal [W]
Sequential | 0.0000000130 | 0.00000277
Combinational | 0.0000711 | 0.0000768
Clock | 0 | 0
Total | 0.0000711 | 0.0000796
Power and IR drop assume default switching activity.
