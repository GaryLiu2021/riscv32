==> design.v <==
module reg_pc (
    input               clk,
    input               rstn,
    input       [5:0]   op_type,
    input       [31:0]  alu_data_out,
    input       [31:0]  alu_pc_out,
    input       [31:0]  alu_pc_seq,
    output  reg [31:0]  pc_out
);
    reg [31:0] pc_new;
    always @(*) begin
        case(op_type)
            6'd4, 6'd7, 6'd9:
                pc_new = alu_data_out[0] ? alu_pc_seq : alu_pc_out;
            6'd5, 6'd6, 6'd8:
                pc_new = alu_data_out[0] ? alu_pc_out : alu_pc_seq;
            6'd2, 6'd3:
                pc_new = alu_pc_out;
            default:
                pc_new = alu_pc_seq;
        endcase
    end
    always @(posedge clk or negedge rstn) begin
        if(!rstn)
            pc_out <= 32'd0 + 32'h80008000;
        else begin
            pc_out <= pc_new;
        end
    end
endmodule  
==> run.sh <==
#!/bin/bash
# OpenROAD 26Q1-2900-gdf79404cd8, Yosys 0.63+post, stock flow scripts
make -C /OpenROAD-flow-scripts/flow DESIGN_CONFIG=/design/flow/config.mk WORK_HOME=/design/flow/orfs finish
==> config.mk <==
export PLATFORM = sky130hd
export DESIGN_NAME = reg_pc
export DESIGN_NICKNAME = reg_pc
export VERILOG_FILES = /design/flow/design.v
export SDC_FILE = /design/flow/constraint.sdc
export NUM_CORES = 4
export LEC_CHECK = 1
export CORE_UTILIZATION = 30
==> constraint.sdc <==
current_design reg_pc

set clk_period 1.2
set clk_io_pct 0.2

create_clock -name clk0 -period $clk_period [get_ports {clk}]

set non_clock_inputs [all_inputs -no_clocks]
set_input_delay [expr $clk_period * $clk_io_pct] -clock clk0 $non_clock_inputs
set_output_delay [expr $clk_period * $clk_io_pct] -clock clk0 [all_outputs]
==> metrics.csv <==
metric,value,unit
yosysCellCount,75,
synth.logic.top_family,multiplexers,
synth_top_cell_by_area,dfrtp_1,
dpl-instance-area,0.002551,mm2
cap_violations,0,
drc,0,
grt_max_degree,33,
gp_congestion,0.7572,
fin_util,60.76,%
area_leaders,"dfrtp_1, mux2_4, dfstp_2",
ys_chip_area,0.001386,mm2
cp-end-kind,flip-flop,
leakage,1.182,nW
cts_tree,yes,
pwr-share-comb,23.2,%
setup_viol,32,
antenna-diode-count,0,
combGateArea,608.1,um2
grt.total_usage,15.27,%
tightest_slew,0.1810,ns
synth_warnings,1,
ir_drop,456.0,uV
ys_sh_xor,0.6318,%
design_area,0.002664,mm2
core,0.004384,mm2
ys.flops,32,
cp.arrival,1.53,ns
stdcell_count,243,
area_delta_synth_final,92.15,%
simple_gate_area_share,2.527,%
maxSlewHeadroom,87.92,%
rsz0062_at_grt,yes,
nFillCells,345,
syn_inst,75,
mux_share,34.12,%
adder_share,0,%
cts_buffer_depth,2,
startpoint_type,primary input,
dr_wl_met3,224,um
violations,negative setup slack,
hold_buffers,0,
cts.sink_count,32,
holdWs,0.3323,ns
die_area,0.004897,mm2
slew_violations,0,
io_pins,136,
drt_iter0_drc,23,
ys_types,12,
p_int,2.012,mW
clkPwrFrac,30.3,%
min_period,1.375,ns
wl_per_cell,14.05,um
post-route-period-util,114.6,%
required,1.36,ns
cts_root_buf,clkbuf_8,
synth.avg_cell_area,18.48,um2
grt-ovfl-total,0,
status,"complete, but fails checks",
flop_area,803.3,um2
fp.dieW,69.98,um
largest_reg_flops,32,
synth.top_cell.area_share,54.15,%
hp-class,in -> async,
total_power,2.527,mW
final_cell_mix,"clkdlybuf4s50_1, mux2_4, dlygate4sd2_1, dfrtp_1, buf_6",
die_height,69.98,um
lay_top_count,clkdlybuf4s50_1,
cts.clk_slew.worst_paths,0.06,ns
vias,1052,
path_class,in -> reg,
grt_first_pass_wirelength,5616,um
top_register,pc_out,
crit_fanout,9,
top_layer,met4,
ys_seq_share,57.94,%
syn-cell-area,0.001386,mm2
vias_per_cell,4.329,
met1_length,1514,um
warning_count,59,
p_per_area,948.6,mW/mm2
dr_wl_met2,1620,um
port_buffers,104,
finalWirelength,3415,um
synthAoiAreaFrac,2.347,%
htreeDepth,2,
drive_gt1_share,32.46,%
switching_share,20.36,%
antenna_found_initial,0,
fmax,0.7274,GHz
top_regs,pc_out: 32 flops,
rows,24,
p_switching,514.5,uW
hold_violations,0,
placed_cells,232,
p_seq_share,46.5,%
grt_pass1_vias,1050,
ant_nets,0,
fin_ws,-0.1747,ns
fp_util,31.62,%
dp_hpwl,2645,um
cts-buffers-inserted,5,
first_pass_iters,2,
## critical path, stage by stage
cell      delay, ns
buf_8          0.10
xnor2_4        0.13
o21bai_4       0.18
a211oi_4       0.24
buf_6          0.18
buf_12         0.15
mux2_4         0.30
## logic make-up (layout without fill, tap and decap cells)
family,after synthesis,in the layout
multiplexers,32,32
AND-OR/OR-AND,3,3
XOR/XNOR,1,1
buffers and inverters,3,119
AND/OR/NAND/NOR,4,4
flip-flops,32,32
## cell usage after synthesis
library cell	count
mux2_4	30
dfrtp_1	30
nor3b_1	2
o21bai_1	1
nor3b_2	1
xnor2_1	1
and2b_1	1
buf_6	3
a211oi_4	1
dfstp_2	2
mux2_2	2
a21oi_1	1
## worst paths after layout
path,from,end
hold / removal,rstn,pc_out[21]
max in group asynchronous,rstn,pc_out[15]
setup / recovery,op_type[0],pc_out[25]
min in group clk0,alu_pc_seq[10],pc_out[10]
## per-stage QoR
stage	TNS, ns	setup slack [ns]
2_1_floorplan	-9.059	-0.2951
3_3_place_gp	-27.54	-0.8886
3_5_place_dp	-28.95	-0.9404
4_1_cts	-4.582	-0.1579
5_1_grt	-5.748	-0.1946
6_report	-5.059	-0.1747
## power groups by stage
stage | combinational [mW] | sequential, mW | clock [mW]
6_report | 0.587 | 1.18 | 0.765
4_1_cts | 0.597 | 1.18 | 0.794
5_1_grt | 0.627 | 1.18 | 0.867
## routing by layer
metal | vias to the layer above | track usage [%]
met5 | - | 0
met4 | 0 | 2.000
met3 | 5 | 3.942
met2 | 56 | 23.08
met1 | 500 | 23.66
li1 | 491 | -
## layout make-up
cell class                      count  area share, %
Timing Repair Buffer              111          41.52
Sequential cell                    32          30.16
Multi-Input combinational cell     40          22.83
Clock buffer                        7          2.865
Tap cell                           52          2.442
Clock inverter                      1         0.1879
## what timing repair did
item,in CTS,in global routing
setup endpoints to repair,64,33
gates cloned,2,0
setup buffers,1,0
gates resized,81,2
pin swaps,2,0
Power is estimated from default activity; no workload was simulated.
